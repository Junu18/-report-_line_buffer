--- flow/design.v ---
module line_buf_ctrl #(
    parameter HTOT = 15,   
    parameter HACT = 10    
)(
    input             clk,
    input             rstn,
    input             i_vsync,
    input             i_hsync,
    input             i_de,
    input       [9:0] i_r_data,
    input       [9:0] i_g_data,
    input       [9:0] i_b_data,
    output wire       o_ram0_cs,
    output wire       o_ram0_we,
    output wire       o_ram1_cs,
    output wire       o_ram1_we,
    output wire [ADDR_WIDTH-1:0] o_ram0_addr,
    output wire [ADDR_WIDTH-1:0] o_ram1_addr,
    output wire [29:0] o_ram0_din,
    output wire [29:0] o_ram1_din,
    input       [29:0] i_ram0_dout,
    input       [29:0] i_ram1_dout,
    output wire       o_vsync,
    output wire       o_hsync,
    output wire       o_de,
    output wire [9:0] o_r_data,
    output wire [9:0] o_g_data,
    output wire [9:0] o_b_data
);
    localparam DELAY_CYCLES = 2 * HTOT;   
    localparam ADDR_WIDTH = $clog2(HACT);   
    localparam [1:0] ST_LINE0_WR    = 2'b00;   
    localparam [1:0] ST_LINE1_WR    = 2'b01;   
    localparam [1:0] ST_LINE0_WR_RD = 2'b10;   
    localparam [1:0] ST_LINE1_WR_RD = 2'b11;   
    reg [1:0] state, state_n;
    reg [DELAY_CYCLES-1:0] vsync_delay;
    reg [DELAY_CYCLES-1:0] hsync_delay;
    reg [DELAY_CYCLES-1:0] de_delay;
    reg [ADDR_WIDTH-1:0] wr_addr, rd_addr;
    reg [ADDR_WIDTH-1:0] pixel_cnt;
    reg i_hsync_d;
    wire hsync_fall;
    wire [29:0] write_data;
    reg  [29:0] read_data;
    always @(posedge clk or negedge rstn) begin
        if (!rstn) begin
            i_hsync_d <= 1'b0;
        end else begin
            i_hsync_d <= i_hsync;
        end
    end
    assign hsync_fall = i_hsync_d & ~i_hsync;
    always @(posedge clk or negedge rstn) begin
        if (!rstn) begin
            vsync_delay <= {DELAY_CYCLES{1'b0}};
            hsync_delay <= {DELAY_CYCLES{1'b0}};
            de_delay    <= {DELAY_CYCLES{1'b0}};
        end else begin
            vsync_delay <= {vsync_delay[DELAY_CYCLES-2:0], i_vsync};
            hsync_delay <= {hsync_delay[DELAY_CYCLES-2:0], i_hsync};
            de_delay    <= {de_delay[DELAY_CYCLES-2:0], i_de};
        end
    end
    assign o_vsync = vsync_delay[DELAY_CYCLES-1];
    assign o_hsync = hsync_delay[DELAY_CYCLES-1];
    assign o_de    = de_delay[DELAY_CYCLES-1];
    always @(posedge clk or negedge rstn) begin
        if (!rstn) begin
            state <= ST_LINE0_WR;
        end else begin
            state <= state_n;
        end
    end
    always @(*) begin
        state_n = state;
        case (state)
            ST_LINE0_WR: begin
                if (hsync_fall) begin
                    state_n = ST_LINE1_WR;
                end
            end
            ST_LINE1_WR: begin
                if (hsync_fall) begin
                    state_n = ST_LINE0_WR_RD;
                end
            end
            ST_LINE0_WR_RD: begin
                if (hsync_fall) begin
                    state_n = ST_LINE1_WR_RD;
                end
            end
            ST_LINE1_WR_RD: begin
                if (hsync_fall) begin
                    state_n = ST_LINE0_WR_RD;
                end
            end
            default: state_n = ST_LINE0_WR;
        endcase
        if (i_vsync) begin
            state_n = ST_LINE0_WR;
        end
    end
    always @(posedge clk or negedge rstn) begin
        if (!rstn) begin
            pixel_cnt <= {ADDR_WIDTH{1'b0}};
        end else begin
            if (i_vsync || hsync_fall) begin
                pixel_cnt <= {ADDR_WIDTH{1'b0}};
            end else if (i_de) begin
                pixel_cnt <= pixel_cnt + 1'b1;
            end
        end
    end
    always @(*) begin
        wr_addr = pixel_cnt;
        rd_addr = pixel_cnt;
    end
    assign write_data = {i_r_data, i_g_data, i_b_data};
    assign o_ram0_cs = 1'b1;   
    assign o_ram0_we = (state == ST_LINE0_WR || state == ST_LINE0_WR_RD) ? i_de : 1'b0;
    assign o_ram0_addr = o_ram0_we ? wr_addr : rd_addr;
    assign o_ram0_din = write_data;
    assign o_ram1_cs = 1'b1;   
    assign o_ram1_we = (state == ST_LINE1_WR || state == ST_LINE1_WR_RD) ? i_de : 1'b0;
    assign o_ram1_addr = o_ram1_we ? wr_addr : rd_addr;
    assign o_ram1_din = write_data;
    always @(*) begin
        case (state)
            ST_LINE0_WR_RD: read_data = i_ram1_dout;   
            ST_LINE1_WR_RD: read_data = i_ram0_dout;   
            default:        read_data = 30'b0;
        endcase
    end
    assign o_r_data = read_data[29:20];
    assign o_g_data = read_data[19:10];
    assign o_b_data = read_data[9:0];
endmodule
module line_buf_ctrl_top #(
    parameter HTOT = 15,   
    parameter HACT = 10    
)(
    input             clk,
    input             rstn,
    input             i_vsync,
    input             i_hsync,
    input             i_de,
    input       [9:0] i_r_data,
    input       [9:0] i_g_data,
    input       [9:0] i_b_data,
    output wire       o_vsync,
    output wire       o_hsync,
    output wire       o_de,
    output wire [9:0] o_r_data,
    output wire [9:0] o_g_data,
    output wire [9:0] o_b_data
);
    localparam ADDR_WIDTH = $clog2(HACT);   
    wire        ram0_cs, ram1_cs;
    wire        ram0_we, ram1_we;
    wire [ADDR_WIDTH-1:0] ram0_addr, ram1_addr;
    wire [29:0] ram0_din, ram1_din;
    wire [29:0] ram0_dout, ram1_dout;
    line_buf_ctrl #(
        .HTOT(HTOT),
        .HACT(HACT)
    ) u_line_buf_ctrl (
        .clk        (clk),
        .rstn       (rstn),
        .i_vsync    (i_vsync),
        .i_hsync    (i_hsync),
        .i_de       (i_de),
        .i_r_data   (i_r_data),
        .i_g_data   (i_g_data),
        .i_b_data   (i_b_data),
        .o_ram0_cs  (ram0_cs),
        .o_ram0_we  (ram0_we),
        .o_ram0_addr(ram0_addr),
        .o_ram0_din (ram0_din),
        .i_ram0_dout(ram0_dout),
        .o_ram1_cs  (ram1_cs),
        .o_ram1_we  (ram1_we),
        .o_ram1_addr(ram1_addr),
        .o_ram1_din (ram1_din),
        .i_ram1_dout(ram1_dout),
        .o_vsync    (o_vsync),
        .o_hsync    (o_hsync),
        .o_de       (o_de),
        .o_r_data   (o_r_data),
        .o_g_data   (o_g_data),
        .o_b_data   (o_b_data)
    );
    single_port_ram #(
        .ADDR_WIDTH(ADDR_WIDTH),
        .DATA_WIDTH(30),
        .RAM_DEPTH(1 << ADDR_WIDTH)
    ) u_sram1 (
        .clk    (clk),
        .i_cs   (ram0_cs),
        .i_we   (ram0_we),
        .i_addr (ram0_addr),
        .i_din  (ram0_din),
        .o_dout (ram0_dout)
    );
    single_port_ram #(
        .ADDR_WIDTH(ADDR_WIDTH),
        .DATA_WIDTH(30),
        .RAM_DEPTH(1 << ADDR_WIDTH)
    ) u_sram2 (
        .clk    (clk),
        .i_cs   (ram1_cs),
        .i_we   (ram1_we),
        .i_addr (ram1_addr),
        .i_din  (ram1_din),
        .o_dout (ram1_dout)
    );
endmodule
module single_port_ram #(
  parameter					ADDR_WIDTH = 6,    
  parameter					DATA_WIDTH = 30,
  parameter					RAM_DEPTH = 1 << ADDR_WIDTH
)
  (
    input						clk,
    input						i_cs,
    input						i_we,
    input	[ADDR_WIDTH-1:0]	i_addr,
    input	[DATA_WIDTH-1:0]	i_din,
    output	[DATA_WIDTH-1:0]	o_dout
  );
    reg [DATA_WIDTH-1:0]    r_mem   [0:RAM_DEPTH-1];
    reg [DATA_WIDTH-1:0]    r_tmp_data;
  assign o_dout = (i_cs && !i_we) ? r_tmp_data : 'b0;
    always @(posedge clk) begin
        if (i_cs && i_we) 
            r_mem[i_addr] <= i_din;
    end
    always @(posedge clk) begin
        if (i_cs && !i_we)
            r_tmp_data <= r_mem[i_addr];
    end
endmodule
--- flow/run.sh ---
#!/bin/bash
# OpenROAD 26Q1-2900-gdf79404cd8, Yosys 0.63+post, stock flow scripts
make -C /OpenROAD-flow-scripts/flow DESIGN_CONFIG=/design/flow/config.mk WORK_HOME=/design/flow/orfs finish
--- flow/config.mk ---
export PLATFORM = sky130hd
export DESIGN_NAME = line_buf_ctrl_top
export DESIGN_NICKNAME = line_buf_ctrl_top
export VERILOG_FILES = /design/flow/design.v
export SDC_FILE = /design/flow/constraint.sdc
export NUM_CORES = 4
export LEC_CHECK = 1
export CORE_UTILIZATION = 40
--- flow/constraint.sdc ---
current_design line_buf_ctrl_top

set clk_period 27.0
set clk_io_pct 0.2

create_clock -name clk0 -period $clk_period [get_ports {clk}]

set non_clock_inputs [all_inputs -no_clocks]
set_input_delay [expr $clk_period * $clk_io_pct] -clock clk0 $non_clock_inputs
set_output_delay [expr $clk_period * $clk_io_pct] -clock clk0 [all_outputs]
==> run summary <==
State of the implementation.

- Clock-pin slew was measured on the worst setup and hold paths at 70 ps.
- For this design the ratio of total power to cell area is 74.8 nW/um2.
- The post-synth count of flops with an enable pin is 1020.
- The sink count of the clock tree is 1118, for reference.
- The detailed-route vias per instance is 5.43, for reference.
- Across all hold checks on the routed design, the worst slack comes to 341 ps.
- The number of instances in the synthesized netlist is 1736, for reference.
- The highest clock frequency the design can meet is 72.2 MHz, for reference.
- For the worst setup path, the data required time is 21600 ps.
- The cell area that synthesis handed to floorplanning was 40800 um2.
- In this run the mean area of a mapped cell was 23.5 um2.
- In the synthesized netlist the dominant register cell turns out to be sky130_fd_sc_hd__edfxtp_1.
- Yosys reported a register bit count of 1118.
- The number of detailed-route iterations in the first pass is 5, for reference.
- The die extent in y is 321 um, for reference.
- After layout, the worst path uses 51.3% of the clock period.
- The maximum VDD drop is 0.0508 mV, for reference.
- The count of final hold-check violations is 0, for reference.
- The floorplan core area is 101000 um2, for reference.
- The cell leakage power is 14.8 nW, for reference.
- The number of gates resized after CTS was 0.
- The initial antenna violation count came to 1.
- CTS built an H-tree with a depth of 3.
- The setup slack after placement is 13130 ps, for reference.
- In this run the top signal layer used is met5.
- The OpenROAD warning count is 29, for reference.
- The path type of the worst min-delay path is reg -> reg, for reference.
- After layout, the minimum clock period comes to 13850 ps.
- Setup repair after global routing left no endpoint under its margin.
- The total number of yosys warnings is 2, for reference.
- For this run the aggregate overflow at the end of global routing stands at 0.
- The data arrival time of the worst path is 8450 ps, for reference.
- The total length of routed met2 wires is 42700 um, for reference.
- The final timing report counts setup violations totalling 0.
- Per the gpl log, the routability congestion estimate is 0.829.
- The type of the worst setup path is in -> out, for reference.
- The final routed wire length divided by cell count is 26.4 um, for reference.
- The wire length reported by the detailed router is 88700 um, for reference.
- Per the OpenROAD floorplan log, the area of the die is 103000 um2.
- The final layout report lists a filler cell count of 8012.
- Yosys reported that registers with async set or reset make up 8.77%.
- At the pin with the least slew margin, the transition time is 843 ps.
- For the worst-skew pair, the clock arrives at the later sink with an insertion delay of 680 ps.
- Power comes to 3.50 mW.
- TritonCTS created 105 clock buffers.
- According to the Yosys statistics, the synthesized design has a chip area of 40800 um2.
- The most common logic cells in the final layout are 1020 x sky130_fd_sc_hd__edfxtp_1, 240 x sky130_fd_sc_hd__mux4_2, 120 x sky130_fd_sc_hd__a22oi_1.
- Adding up every negative setup slack in the final design gives 0 ps.
- In the per-layer summary, the met1 wirelength comes to 28900 um.
- According to the I/O placement log, the pin count is 68.
- The critical path launch point type is an input port, for reference.
- The CTS root buffer is sky130_fd_sc_hd__clkbuf_16, for reference.
- The count of final max-slew check failures is 0, for reference.
- The first global-routing pass estimated 132000 um of wire.
- Across all layers, the routed design uses 18200 vias.
- Before placement the cells fill 40.6% of the core.
- Summed over all nets, wire length on met3 after detailed routing comes to 15600 um.
- Among logic cells in the layout, the one with the most instances is sky130_fd_sc_hd__edfxtp_1.
- Port buffering added 67 buffers.
- The via count of the first global-routing pass is 20400.
- The maximum number of pins on one net before global-route repair is 77, for reference.
- The worst setup path is captured at an output port.
- The number of maximum-capacitance constraint violations is 0, for reference.
- In this run, post-CTS hold repair placed 0 buffers.
- The violation count after the first detailed-routing iteration is 1136, for reference.
- The signed area change from the synthesized netlist to the final layout is 14.7%, for reference.
- The post-detailed-route count of antenna-violating nets is 0, for reference.
- According to the floorplan report, the die width is 321 um.
- Per the detail_route report, DRC violations left total 0.
- In the Yosys report the total cell count is 1736.
- Across all checked pins, the minimum headroom to the slew limit is 43.8%.
- Sequential cells were found to cover 81.0% of the synthesized design area.
- The clock passes through at most 3 buffers.
- The number of buffers inserted to repair setup after CTS is 0, for reference.
- Once layout is done, the placed cells without fillers occupy 46800 um2.
- The HPWL after detailed placement is 48200 um.
- After layout, the setup clock skew is reported as 32.1 ps.
- Yosys mapped the design onto 28 distinct sky130hd cell types.
- The placed instances occupy a cell area of 43500 um2.
- STA lists the maximum fanout along the critical path as 31.
- In the global route stage, overall resource usage came out at 19.4%.
- Across all setup checks in the final design, the least slack found is 13150 ps.
- TritonCTS built the clock tree.
- The proportion of layout cells with a drive suffix above 1 is 26.5%, for reference.
- The run finished with clean final reports.
- The report lists the number of standard-cell rows as 116.
cell type report:
type	instances	area, um2	area share (%)
diodes	1	2.50	0.00534
clock buffers	128	2750	5.86
clock inverters	72	602	1.28
inverters	4	15.0	0.0320
multi-input cells	522	7380	15.8
flip-flops and latches	1118	33100	70.6
well taps	1357	1700	3.62
repair buffers	151	1310	2.80
Yosys cell counts (3+ instances only):
cell type                     n  share of area [%]
sky130_fd_sc_hd__ha_1         4               0.12
sky130_fd_sc_hd__nand2b_1     4              0.061
sky130_fd_sc_hd__a22oi_1    120                2.2
sky130_fd_sc_hd__and2_1       3              0.046
sky130_fd_sc_hd__dfrtp_1     97                5.9
sky130_fd_sc_hd__nand2_1     67               0.62
sky130_fd_sc_hd__nor2_1      23               0.21
sky130_fd_sc_hd__inv_2        4              0.037
sky130_fd_sc_hd__a22o_1      30               0.64
sky130_fd_sc_hd__mux2i_1      3              0.074
sky130_fd_sc_hd__edfxtp_1  1020                 75
sky130_fd_sc_hd__buf_1        4              0.037
sky130_fd_sc_hd__mux4_2     240                 13
sky130_fd_sc_hd__clkbuf_1    44               0.40
sky130_fd_sc_hd__buf_2       23               0.28
sky130_fd_sc_hd__buf_6       16               0.44
sky130_fd_sc_hd__buf_4        5              0.092
sky130_fd_sc_hd__and3_1      16               0.25
per-stage QoR:
stage	utilization (%)	cells
final	46.6	3353
after detailed placement	43.2	3152
after CTS	46.6	3352
after global routing	46.6	3352
after floorplan	-	1736
after global placement	43.2	3152
where the power goes:
| group | internal [mW] | switching, mW | total, mW |
|---|---|---|---|
| registers | 1.92 | 0.0133 | 1.93 |
| logic | 0.0643 | 0.0828 | 0.147 |
| clock network | 0.802 | 0.621 | 1.42 |
| total | 2.78 | 0.717 | 3.50 |
worst max-delay path, cell delays in order:
cell and delay [ps]:
sky130_fd_sc_hd__clkdlybuf4s50_1 550, sky130_fd_sc_hd__o21a_1 330, sky130_fd_sc_hd__inv_2 90, sky130_fd_sc_hd__buf_4 480, sky130_fd_sc_hd__and2_2 240, sky130_fd_sc_hd__buf_4 410, sky130_fd_sc_hd__a22o_1 400, sky130_fd_sc_hd__clkdlybuf4s50_1 530
kinds of logic after synthesis:
family,Yosys count,share of synthesized area (%)
AOI/OAI and AO/OA,155,2.94
xor gates and xnor gates,3,0.0644
DFF,1118,81.0
adders and majority gates,4,0.123
buffers and inverters,96,1.29
and+or+nand+nor,117,1.24
muxes,243,13.3
final timing paths:
check / start / cells past startpoint / end / slack [ps]
max: i_de / 8 / o_g_data[5] / 13150
min: u_line_buf_ctrl.de_delay[20] / 0 / u_line_buf_ctrl.de_delay[21] / 340
max reg2reg: u_line_buf_ctrl.pixel_cnt[1] / 7 / u_sram2.r_tmp_data[17] / 22170
min reg2reg: u_line_buf_ctrl.de_delay[20] / 0 / u_line_buf_ctrl.de_delay[21] / 340
max in group asynchronous: rstn / 2 / u_line_buf_ctrl.pixel_cnt[1] / 21180
min in group asynchronous: rstn / 1 / u_line_buf_ctrl.vsync_delay[27] / 4670
metal layers:
metal	vias up	GRT usage, %
met5	-	0
met4	2	2.65
met3	113	15.7
met2	1193	28.8
met1	9228	23.3
li1	7663	-
flip-flops by register name, indices dropped and copies added (netlist names):
signal,flops
u_line_buf_ctrl.hsync_delay,30
u_line_buf_ctrl.state,4
u_line_buf_ctrl.vsync_delay,30
u_line_buf_ctrl.pixel_cnt,4
u_sram1.r_mem,480
u_line_buf_ctrl.de_delay,30
u_sram2.r_tmp_data,30
u_sram2.r_mem,480
u_sram1.r_tmp_data,30
No activity file was given, so power comes from the tool's default toggle rates.
